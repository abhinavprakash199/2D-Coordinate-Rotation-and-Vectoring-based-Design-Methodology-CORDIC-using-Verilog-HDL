`/design/flow/design.v`:
```
module VECTORING(clk,xi,yi,theta,R);
 input clk;
 input [15:0]xi,yi;
 output [15:0] R,theta;  
 reg[2:0]stage;
 wire [15:0]x1,x2,x3,x4,x5,x6,x7,x8,y1,y2,y3,y4,y5,y6,y7,y8;
 wire [15:0]outangle0,outangle1,outangle2,outangle3,outangle4,outangle5,outangle6,outangle7;
   itteration i0(clk,3'd0,xi,yi,16'd0,16'd45_00,x1,y1,outangle0);
   itteration i1(clk,3'd1,x1,y1,outangle0,16'd26_57,x2,y2,outangle1); 
   itteration i2(clk,3'd2,x2,y2,outangle1,16'd14_04,x3,y3,outangle2);
   itteration i3(clk,3'd3,x3,y3,outangle2,16'd7_13,x4,y4,outangle3);
   itteration i4(clk,3'd4,x4,y4,outangle3,16'd3_58,x5,y5,outangle4); 
   itteration i5(clk,3'd5,x5,y5,outangle4,16'd1_79,x6,y6,outangle5); 
   itteration i6(clk,3'd6,x6,y6,outangle5,16'd89,x7,y7,outangle6);
   itteration i7(clk,3'd7,x7,y7,outangle6,16'd44,x8,y8,outangle7); 
    assign R = x8;
    assign theta = outangle7;
 endmodule
module itteration(clk,stage,xi,yi,initial_angle,micro_angle,xf,yf,out_angle);
 input clk;
 input [2:0] stage;
  input [15:0]xi,yi,initial_angle,micro_angle;
  output reg [15:0] xf,yf,out_angle;
 always @(posedge clk)begin
   if (yi[15])begin 
    case({xi[15],yi[15]})
       2'b00 : begin                               
          xf <= xi-(yi>>stage);
          yf <= yi + (xi>>stage);
        end
       2'b01 : begin
            xf <= xi + ((16'hffff-yi+1)>>stage);
            yf <= -(16'hffff-yi+1) + (xi>>stage);
        end 
       2'b10 : begin
          xf <= -((16'hffff-xi+1))-(yi>>stage);
          yf <= yi - ((16'hffff-xi+1)>>stage);
        end 
       2'b11 : begin
          xf <= -(16'hffff-xi+1)+((16'hffff-yi+1)>>stage);
          yf <= -(16'hffff-yi+1) - ((16'hffff-xi+1)>>stage);
        end
    endcase
         out_angle <= initial_angle-micro_angle;
   end
     else begin         
    case({xi[15],yi[15]})
       2'b00 : begin
          xf <= xi+(yi>>stage);
            yf <= yi - (xi>>stage);
       end
       2'b01 : begin
          xf <= xi-((16'hffff-yi+1)>>stage);
          yf <= -(16'hffff-yi+1) - (xi>>stage);
       end 
      2'b10 : begin
          xf <= -(16'hffff-xi+1)+(yi>>stage);
          yf <= yi +((16'hffff-xi+1)>>stage);
       end
      2'b11 : begin 
          xf <= -(16'hffff-xi+1)-((16'hffff-yi+1)>>stage);
          yf <= -(16'hffff-yi+1) + ((16'hffff-xi+1)>>stage);
       end
    endcase
    out_angle <= micro_angle+initial_angle;
   end
   end
   endmodule
```
`/design/flow/run.sh`:
```
#!/bin/bash
# OpenROAD 26Q1-2900-gdf79404cd8, Yosys 0.63+post, stock flow scripts
make -C /OpenROAD-flow-scripts/flow DESIGN_CONFIG=/design/flow/config.mk WORK_HOME=/design/flow/orfs finish
```
`/design/flow/config.mk`:
```
export PLATFORM = sky130hd
export DESIGN_NAME = VECTORING
export DESIGN_NICKNAME = VECTORING
export VERILOG_FILES = /design/flow/design.v
export SDC_FILE = /design/flow/constraint.sdc
export NUM_CORES = 4
export LEC_CHECK = 1
export CORE_UTILIZATION = 50
```
`/design/flow/constraint.sdc`:
```
current_design VECTORING

set clk_period 9.2
set clk_io_pct 0.2

create_clock -name clk0 -period $clk_period [get_ports {clk}]

set non_clock_inputs [all_inputs -no_clocks]
set_input_delay [expr $clk_period * $clk_io_pct] -clock clk0 $non_clock_inputs
set_output_delay [expr $clk_period * $clk_io_pct] -clock clk0 [all_outputs]
```
==> flow_summary_export.csv <==
group,metric,value,unit
outcome,outcome,"finished clean",
detailed_routing,routedWlPerCell,19.1,um
job,warnings,258,
clocking,numClockSinks,344,
floorplan,ios,65,
logic_synthesis,ys_warn_count,1,
logic_synthesis,synth_chip_area,60500,sq um
timing,tightest_slew,0.964,ns
place,place_congestion,0.979,
worst_setup_path,required,9.77,ns
clocking,cts_buffer_depth,3,
global_routing,grt_use_total,0.309,
logic_synthesis,synth.distinct_cells,98,
timing,post-route-period-util,0.803,
logic_synthesis,syn_area,60500,sq um
worst_setup_path,cpPeakStageDelay,0.72,ns
detailed_routing,drt_wl_total,187000,um
layout,stdcell_count,9793,
clocking,cts_tree,"done",
timing,max_freq,135,MHz
place,io_buffer_count,63,
logic_synthesis,async_flop_share,0,
layout,fill_cells,11600,
detailed_routing,detail-route-antenna-nets,0,
timing,rsz0062_at_grt,"no",
timing,fin_worst_skew,0.0621,ns
logic_synthesis,syn_avg_cell_area,7.26,sq um
worst_setup_path,slowest_stage,"clkdlybuf4s50_1",
timing,drv_slew,0,
logic_synthesis,ys_ff,344,
logic_synthesis,ys_cells,8327,
floorplan,rows,127,
detailed_routing,drtIter0Drc,4071,
layout,final_layout_size_suffix_gt1_frac,0.0399,
timing,setup_viol,0,
worst_setup_path,cp_common_cell,"xnor2_1",
clocking,ctsHoldBuffers,0,
clocking,cts_resized,0,
logic_synthesis,netlist_instances,8327,
worst_setup_path,end_kind,"flop",
clocking,path_clk_slew,0.06,ns
detailed_routing,first_pass_iters,7,
timing,hold_viol,0,
layout,seq_area,6900,sq um
floorplan,fp_util,0.504,
clocking,cts-buffers-inserted,45,
global_routing,grt_start_max_net_pins,53,
job,maxCapViolations,0,
layout,area_growth,5.44,%
timing,slew_headroom,0.351,
detailed_routing,drc,0,
clocking,cts_root_buffer,"clkbuf_16",
hold_path,hold_class,"flop to flop",
logic_synthesis,flop_cell,"dfxtp_1",
worst_setup_path,cp_max_fo,9,
floorplan,die_y,350,um
global_routing,grt.overflow.total,0,
floorplan,die-area,122000,sq um
clocking,post-cts-setup-buffers,0,
layout,comb_area,50000,sq um
detailed_routing,via_count,56300,
floorplan,core,120000,sq um
worst_setup_path,startpoint_type,"input pin",
place,dp.final_hpwl,151000,um
timing,period_minus_slack,7.39,ns
floorplan,die_x,350,um
worst_setup_path,cp.arrival,7.96,ns
logic_synthesis,edf_count,0,
clocking,clk_latency,0.65,ns
worst_setup_path,crit_type,"input pin to flop",
global_routing,grt_pass1_wl,294000,um
global_routing,grt_pass1_vias,52200,
timing,fin_setup_tns,0,ns
detailed_routing,viasPerCell,5.75,
clocking,htreeDepth,2,
place,dp.cells,9711,
logic_synthesis,ys_seq_frac,0.114,
global_routing,antenna_found_initial,4,
worst_setup_path,path_cells,"clkdlybuf4s50_1 -> inv_1 -> ha_1 -> nor4b_4 -> nor2_1 -> or3_1 -> nor3_1 -> nand2_1 -> nor2_1 -> xnor2_1 -> mux2_2 -> ha_1 -> a21oi_1 -> o21ai_0 -> and3_1 -> a221o_1 -> o41ai_1 -> xnor2_1 -> xnor2_1 -> a21oi_1 -> o22ai_1 -> a31oi_1",
cells in the mapped netlist, types with 66 or more instances:
master | number | area, sq um
ha_1 | 869 | 10900
nor3_1 | 279 | 1400
nor2_1 | 833 | 3130
a211oi_1 | 109 | 818
nand3_1 | 190 | 951
o21ai_0 | 456 | 2280
nand2b_1 | 101 | 632
nand2_1 | 738 | 2770
dfxtp_1 | 344 | 6890
nor2b_1 | 102 | 638
a21o_1 | 129 | 968
xnor2_1 | 862 | 7550
mux2_2 | 67 | 754
a21oi_1 | 593 | 2970
or3_1 | 112 | 701
o21a_1 | 66 | 495
inv_1 | 587 | 2200
o31ai_1 | 70 | 526
xor2_1 | 387 | 3390
and3_1 | 68 | 425
o21bai_1 | 104 | 781
clkbuf_1 | 286 | 1070
cells in the final DEF, fill, tap and decap left out, drive strengths merged, types with 66 or more instances in the layout:
master,synthesis,routed
nor3,285,285
o21bai,104,104
inv,591,596
nand2,738,738
o21a,66,66
nand2b,101,101
or3,112,112
nand3,190,190
a211oi,109,109
xor2,387,387
o31ai,70,70
and3,68,68
xnor2,862,862
a21o,129,129
nor2,834,834
ha,869,869
o21ai,465,465
mux2,72,72
nor2b,102,102
dfxtp,344,344
a21oi,593,593
per-layer routing:
| layer | global-route usage | up-vias | wire (um) |
|---|---|---|---|
| met3 | 0.0375 | 272 | 10600 |
| met2 | 0.484 | 1435 | 82400 |
| met4 | 0.0784 | 0 | 5640 |
| met1 | 0.453 | 26000 | 88800 |
| met5 | 0 | - | 0 |
| li1 | - | 28600 | - |
cell families after synthesis:
group,after synthesis,synth area share
AOI/OAI and AO/OA,1998,0.209
and+or+nand+nor,2733,0.213
DFF,344,0.114
buffers and inverters,953,0.0597
xor gates and xnor gates,1252,0.182
other,1,0.0000620
adders and majority gates,921,0.197
muxes,125,0.0251
through the flow:
stage | hold slack, ns | instance area (sq um) | setup slack (ns) | util
after global placement | 0.311 | 62300 | 1.22 | 0.519
after floorplan | 0.310 | 60500 | 3.01 | -
final | 0.324 | 63800 | 1.81 | 0.532
after detailed placement | 0.314 | 62300 | 1.22 | 0.519
after global routing | 0.335 | 63800 | 1.29 | 0.532
after CTS | 0.327 | 63800 | 1.90 | 0.532
cell type report:
class,instances,share of cell area
inverters,600,0.0353
flip-flops and latches,344,0.108
well taps,1612,0.0316
diodes,1,0.0000392
clock buffers,55,0.0187
multi-input cells,7030,0.784
repair buffers,125,0.0171
clock inverters,26,0.00522
worst max-delay path: cells and delay by family:
kind	cells	cell delay (ns)
adders and majority gates	2	0.69
muxes	1	0.32
xor gates and xnor gates	3	0.48
AOI/OAI and AO/OA	7	1.48
buffers and inverters	2	1.05
and+or+nand+nor	7	2.09
final timing paths:
path | from | to | slack, ns | cells past startpoint
min | i1.out_angle[1]$_DFF_P_ | i2.out_angle[1]$_DFF_P_ | 0.32 | 0
max reg2reg | i0.xf[0]$_DFF_P_ | i1.xf[15]$_DFF_P_ | 2.92 | 19
min reg2reg | i1.out_angle[1]$_DFF_P_ | i2.out_angle[1]$_DFF_P_ | 0.32 | 0
max | yi[1] | i0.yf[15]$_DFF_P_ | 1.81 | 22
