File: flow/config.mk
export PLATFORM = sky130hd
export DESIGN_NAME = ROTATING
export DESIGN_NICKNAME = ROTATING
export VERILOG_FILES = /design/flow/design.v
export SDC_FILE = /design/flow/constraint.sdc
export NUM_CORES = 4
export LEC_CHECK = 1
export CORE_UTILIZATION = 40
File: flow/run.sh
#!/bin/bash
# OpenROAD 26Q1-2900-gdf79404cd8, Yosys 0.63+post, stock flow scripts
make -C /OpenROAD-flow-scripts/flow DESIGN_CONFIG=/design/flow/config.mk WORK_HOME=/design/flow/orfs finish
File: flow/design.v
module ROTATING(x0, y0, theta, xf, yf, clk);
  input clk;
  input [15:0] x0, y0;
  input [15:0] theta;
  output [15:0] xf, yf;
  wire [15:0] xi [0:7]; 
  wire [15:0] yi [0:7];
  reg [2:0] stage;
  wire [15:0] outangle [0:7];
  cordics r0(clk, 3'd0, x0, y0, theta, 16'd45_00, 16'd0, xi[0], yi[0], outangle[0]);
  cordics r1(clk, 3'd1, xi[0], yi[0], theta, 16'd26_57, outangle[0], xi[1], yi[1], outangle[1]);
  cordics r2(clk, 3'd2, xi[1], yi[1], theta, 16'd14_04, outangle[1], xi[2], yi[2], outangle[2]); 
  cordics r3(clk, 3'd3, xi[2], yi[2], theta, 16'd7_13, outangle[2], xi[3], yi[3], outangle[3]);
  cordics r4(clk, 3'd4, xi[3], yi[3], theta, 16'd3_58, outangle[3], xi[4], yi[4], outangle[4]);  
  cordics r5(clk, 3'd5, xi[4], yi[4], theta, 16'd1_79, outangle[4], xi[5], yi[5], outangle[5]);
  cordics r6(clk, 3'd6, xi[5], yi[5], theta, 16'd89, outangle[5], xi[6], yi[6], outangle[6]);
  cordics r7(clk, 3'd7, xi[6], yi[6], theta, 16'd44, outangle[6], xi[7], yi[7], outangle[7]);
  assign xf = xi[7];
  assign yf = yi[7];
endmodule
module cordics(clk,stage,xi,yi,theta,uangle,inangle,xf,yf,outangle);
 input clk;
 input [2:0] stage;
 input [15:0] xi,yi,theta,inangle,uangle;
 output reg [15:0] xf,yf,outangle;
 always @(posedge clk)begin
   if((inangle)>theta)begin                                    
    case({xi[15],yi[15]})
       2'b00 : begin
          xf <= xi+(yi>>stage);
            yf <= yi - (xi>>stage);
       end
       2'b01 : begin
          xf <= xi-((16'hffff-yi+1)>>stage);
          yf <= -(16'hffff-yi+1) - (xi>>stage);
       end 
      2'b10 : begin
          xf <= -(16'hffff-xi+1)+(yi>>stage);
          yf <= yi +((16'hffff-xi+1)>>stage);
       end
      2'b11 : begin 
          xf <= -(16'hffff-xi+1)-((16'hffff-yi+1)>>stage);
          yf <= -(16'hffff-yi+1) + ((16'hffff-xi+1)>>stage);
       end
    endcase
    outangle <= inangle-uangle;
   end
   else begin 
    case({xi[15],yi[15]})
       2'b00 : begin                                         
          xf <= xi-(yi>>stage);
          yf <= yi + (xi>>stage);
        end
       2'b01 : begin
            xf <= xi + ((16'hffff-yi+1)>>stage);
            yf <= -(16'hffff-yi+1) + (xi>>stage);
        end 
       2'b10 : begin
          xf <= -((16'hffff-xi+1))-(yi>>stage);
          yf <= yi - ((16'hffff-xi+1)>>stage);
        end 
       2'b11 : begin
          xf <= -(16'hffff-xi+1)+((16'hffff-yi+1)>>stage);
          yf <= -(16'hffff-yi+1) - ((16'hffff-xi+1)>>stage);
        end
    endcase
         outangle <= inangle+uangle;
   end
  end
endmodule
File: flow/constraint.sdc
current_design ROTATING

set clk_period 22.3
set clk_io_pct 0.2

create_clock -name clk0 -period $clk_period [get_ports {clk}]

set non_clock_inputs [all_inputs -no_clocks]
set_input_delay [expr $clk_period * $clk_io_pct] -clock clk0 $non_clock_inputs
set_output_delay [expr $clk_period * $clk_io_pct] -clock clk0 [all_outputs]
==> flow_summary.html <==
<h2>Implementation results</h2>
<table>
<tr><th>Metric</th><th>Value</th></tr>
<tr><th colspan="2">Outcome</th></tr>
<tr><td>Run status</td><td>completed</td></tr>
<tr><th colspan="2">Critical path</th></tr>
<tr><td>Critical path origin</td><td>theta[12]</td></tr>
<tr><td>Count of cells along the worst register-to-register path</td><td>19</td></tr>
<tr><td>Launch point of the worst reg-to-reg path</td><td>r0.xf[0]$_DFF_P_</td></tr>
<tr><td>Reg2Reg Setup Slack</td><td>15790 ps</td></tr>
<tr><td>Capturing element of the worst setup path</td><td>r3.outangle[15]$_DFF_P_</td></tr>
<tr><td>Reg-to-reg critical path endpoint</td><td>r1.yf[15]$_DFF_P_</td></tr>
<tr><td>Maximum fanout along the worst path</td><td>52</td></tr>
<tr><td>Crit path DAT</td><td>9780 ps</td></tr>
<tr><td>Crit path capture type</td><td>register</td></tr>
<tr><td>Startpoint type of the worst setup path</td><td>input pin</td></tr>
<tr><td>Critical setup path kind</td><td>input pin to register</td></tr>
<tr><td>Data required time of the worst path</td><td>22820 ps</td></tr>
<tr><th colspan="2">STA</th></tr>
<tr><td>Max Freq</td><td>108 MHz</td></tr>
<tr><td>Slew Viols, Final</td><td>0</td></tr>
<tr><td>Smallest hold slack</td><td>approximately 470 ps</td></tr>
<tr><td>Portion of the clock cycle consumed by the worst path in the final layout</td><td>41.5%</td></tr>
<tr><td>Count of endpoints failing hold in the final timing report</td><td>0</td></tr>
<tr><td>Final Critical Period</td><td>9260 ps</td></tr>
<tr><td>Clock Skew</td><td>31.1 ps</td></tr>
<tr><td>Setup tns final</td><td>0 ps</td></tr>
<tr><td>Measured slew at the worst slew-check pin</td><td>997 ps</td></tr>
<tr><td>Unrepaired setup endpoints after global routing</td><td>no</td></tr>
<tr><td>Final setup violation count</td><td>0</td></tr>
<tr><td>Relative max-transition margin</td><td>31.8%</td></tr>
<tr><th colspan="2">Global route</th></tr>
<tr><td>Highest-utilization routing layer at the global route stage</td><td>met2</td></tr>
<tr><td>Grt met1 use</td><td>35.1%</td></tr>
<tr><td>Largest net degree at the start of global routing</td><td>61</td></tr>
<tr><td>Global-route wire length before repair</td><td>369000 µm</td></tr>
<tr><td>Vias in the first global route</td><td>about 65k</td></tr>
<tr><td>GRT met3 Usage</td><td>under 10%</td></tr>
<tr><td>Global-route met2 utilization</td><td>between 40% and 50%</td></tr>
<tr><td>Initial antenna violation count</td><td>5</td></tr>
<tr><td>GRT Overall Usage</td><td>26.0%</td></tr>
<tr><td>Grt ovf</td><td>0</td></tr>
<tr><th colspan="2">Routing</th></tr>
<tr><td>Routed via count</td><td>69.8k</td></tr>
<tr><td>Drt pass-1 iters</td><td>6</td></tr>
<tr><td>Final routed DRC violation total</td><td>0</td></tr>
<tr><td>Initial DRC count</td><td>approximately 4.9k</td></tr>
<tr><td>Final WL</td><td>239000 µm</td></tr>
<tr><td>Remaining antenna violation count</td><td>0</td></tr>
<tr><td>Detailed-route vias per instance</td><td>roughly 5.6</td></tr>
<tr><td>Routed wirelength normalized by instance count</td><td>19.3 µm</td></tr>
<tr><th colspan="2">CTS</th></tr>
<tr><td>Clock root buffer</td><td>clkbuf_16</td></tr>
<tr><td>Number of clock buffers inserted by TritonCTS</td><td>47</td></tr>
<tr><td>Number of H-tree branching levels</td><td>2</td></tr>
<tr><td>Quantity of gates resized following cts</td><td>0</td></tr>
<tr><td>Number of sinks driven by the clock tree</td><td>332</td></tr>
<tr><td>Clk Latency, worst-skew pair</td><td>660 ps</td></tr>
<tr><td>Buffers inserted during post-CTS setup optimization</td><td>0</td></tr>
<tr><td>Number of buffers added to fix hold violations after cts</td><td>0</td></tr>
<tr><td>Number of buffers on the longest clock path</td><td>3</td></tr>
<tr><td>TritonCTS clock tree</td><td>yes</td></tr>
<tr><td>CTS clk-pin slew, worst paths</td><td>60 ps</td></tr>
<tr><th colspan="2">Floorplan</th></tr>
<tr><td>Row Count</td><td>roughly 160</td></tr>
<tr><td>Core region area</td><td>between 150000 and 200000 µm²</td></tr>
<tr><td>Top-level port count</td><td>81</td></tr>
<tr><td>Die outline width</td><td>427 µm</td></tr>
<tr><td>Die Ht</td><td>427 µm</td></tr>
<tr><td>Starting Density</td><td>40.3%</td></tr>
<tr><td>Total die size</td><td>182000 µm²</td></tr>
<tr><th colspan="2">Synthesis</th></tr>
<tr><td>#FFs+latches synth</td><td>332</td></tr>
<tr><td>Synth warnings</td><td>2</td></tr>
<tr><td>Prevailing post-synth register cell</td><td>dfxtp_1</td></tr>
<tr><td>Most instantiated cells after synthesis</td><td>ha_1, xnor2_1, nand2_1</td></tr>
<tr><td>Cells in synth_stat.txt</td><td>around 10k</td></tr>
<tr><td>Gate count of the mapped netlist</td><td>10.2k</td></tr>
<tr><td>Share of flip-flops with an asynchronous set or reset after synthesis</td><td>0%</td></tr>
<tr><td>Chip area from the yosys synthesis statistics</td><td>72100 µm²</td></tr>
<tr><td>Most frequently used cell type in the post-synthesis netlist</td><td>ha_1</td></tr>
<tr><td>Cell type with the highest aggregate area in the netlist</td><td>ha_1</td></tr>
<tr><td>Mean cell area of the mapped netlist</td><td>between 7 and 8 µm²</td></tr>
<tr><td>Cell area after synthesis</td><td>72100 µm²</td></tr>
<tr><td>Cells taking the most area after synthesis</td><td>ha_1, xnor2_1, dfxtp_1</td></tr>
<tr><td>Area share of the largest cell type after synthesis</td><td>18.9%</td></tr>
<tr><td>Register area share after synthesis</td><td>9.22%</td></tr>
<tr><td>Unique masters post-synth</td><td>97</td></tr>
<tr><td>Flip-flops with a built-in enable</td><td>0</td></tr>
<tr><th colspan="2">Placement</th></tr>
<tr><td>Detailed-placement wirelength estimate</td><td>just under 200000 µm</td></tr>
<tr><td>IO buf count</td><td>80</td></tr>
<tr><td>Routability congestion estimate from global placement</td><td>around 1</td></tr>
<tr><th colspan="2">Run</th></tr>
<tr><td>Tool Warnings</td><td>322</td></tr>
<tr><td>Number of maximum-capacitance violations</td><td>0</td></tr>
<tr><th colspan="2">Cells and area</th></tr>
<tr><td>Layout cell share with drive strength beyond 1</td><td>under 10%</td></tr>
<tr><td>Area growth from synthesis to layout</td><td>6.45%</td></tr>
<tr><th colspan="2">Hold path</th></tr>
<tr><td>Kind of path behind the tightest hold check</td><td>register to register</td></tr>
</table>
-- layer usage --
layer | wire, µm | vias up
li1 | - | 35300
met1 | 105000 | 32200
met2 | 112000 | 1875
met3 | 11100 | 386
met4 | 10400 | 2
met5 | 13 | -
-- worst min path at each step --
stage / start / to / cells past startpoint
after CTS: r3.outangle[1]$_DFF_P_ / r4.outangle[1]$_DFF_P_ / 1
after global routing: r3.outangle[1]$_DFF_P_ / r4.outangle[1]$_DFF_P_ / 1
final: r3.outangle[1]$_DFF_P_ / r4.outangle[1]$_DFF_P_ / 1
-- state kept, by name (all words and copies together) (netlist names), 16 cells and up --
register  flops
r5.yf        16
r4.xf        16
r3.xf        16
r4.yf        16
r3.yf        16
r6.yf        16
r1.xf        16
r2.yf        16
r5.xf        16
r7.xf        16
r6.xf        16
r0.xf        16
r2.xf        16
r1.yf        16
r7.yf        16
-- cell families (layout without fill, tap and decap cells) --
logic type      Yosys count  count (layout)  share of synthesized area, %
simple gates           3359            3359                          22.2
compound gates         2592            2592                          22.9
xor+xnor               1352            1352                          16.4
buf+inv                1233            1069                          6.47
fa+ha+maj              1154            1154                          20.7
flops                   332             332                          9.22
mux                     137             137                          2.07
other cells               1               3                       0.00520
-- through the flow --
stage | instance area (µm²) | std cells | setup WS, ps | utilization, %
floorplan | 72100 | 10200 | 13080 | -
CTS | 76700 | 12400 | 13120 | 42.9
global route | 76800 | 12400 | 12690 | 42.9
global placement | 75100 | 12300 | 12490 | 42.0
detailed placement | 75100 | 12300 | 12440 | 42.0
finish | 76800 | 12400 | 13040 | 42.9
-- critical path, stage by stage --
cell and delay, ps:
clkdlybuf4s50_1 490, inv_1 190, ha_1 350, nand4_1 110, or2_2 320, or2_2 290, o32a_1 290, buf_4 260
inv_2 80, buf_4 460, ha_1 380, o21a_1 130, o21a_1 180, o21ai_0 210, a21boi_0 190, o31ai_1 390
a21oi_1 180, o2111ai_1 220, nand3_1 120, o41ai_1 330, xnor2_1 120
-- final cells by class --
cell class,instances,area (µm²)
fillers,17900,102000
multi-input cells,8595,60800
flip-flops and latches,332,6660
well taps,2355,2950
inverters,776,2910
repair buffers,205,1740
clock buffers,53,1220
clock inverters,35,454
diodes,2,5.00
-- cells in the final DEF (no fill, tap or decap), drive strengths merged, types with 24 or more instances in the layout --
cell type	n
a2111oi	37
a211o	29
a211oi	140
a21boi	29
a21o	165
a21oi	762
a221oi	51
a31oi	106
and2	49
and3	78
buf	125
clkbuf	53
clkdlybuf4s50	80
dfxtp	332
fa	63
ha	1091
inv	775
mux2i	111
nand2	948
nand2b	130
nand3	198
nand4	59
nor2	903
nor2b	163
nor3	380
nor3b	41
nor4	81
o211ai	66
o21a	91
o21ai	607
o21bai	115
o22ai	24
o31a	30
o31ai	76
o41ai	47
or2	69
or3	130
or4	39
xnor2	971
xor2	381
